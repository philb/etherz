## flow/design.v

```verilog
module interrupts(irq, fiq, econet_fiq, ethernet_irq, ide_irq, uart_tx_irq, uart_rx_irq, D, A, cs, re, we, reset);
   input econet_fiq;
   input ethernet_irq;
   input ide_irq;
   input uart_rx_irq;
   input uart_tx_irq;
   output irq;
   output fiq;
   inout [7:0]  D;
   input [13:2] A;
   input 	cs;
   input 	re;
   input 	we;
   input 	reset;
   assign irq = ((ethernet_irq && mask[6]) || (ide_irq && mask[5]) || (uart_tx_irq && mask[4]) || (uart_rx_irq && mask[3])) || mask[2];
   assign fiq = econet_fiq && mask[7];
   wire [7:0] status;
   assign status[7:0] = { econet_fiq, ethernet_irq, ide_irq, uart_tx_irq, uart_rx_irq, 1'b1, fiq, irq };
   wire       mask_cs;
   wire       status_cs;
   wire       soft_reset_cs;
   wire	      ide_mask_cs;
   assign mask_cs = cs && (A[3:2] == 2'b01);
   assign status_cs = cs && (A[3:2] == 2'b00);
   assign ide_mask_cs = cs && (A[3:2] == 2'b10);
   assign soft_reset_cs = cs && (A[3:2] == 2'b11);
   reg [7:2]  mask;
   always @(negedge we or posedge reset)
     begin
	if (reset)
	  begin
	     mask[7:2] <= 6'b000000;
	  end
	else
	  begin
	     if (mask_cs)
	       mask[7:2] <= D[7:2];
	     else if (ide_mask_cs)
	       mask[5] <= D[5];
	  end
     end
   assign D[7:0] = (status_cs && re) ? status : (mask_cs && re) ? { mask[7:2], 2'b00 } : 8'bzzzzzzzz;
endmodule  
```

## flow/run.sh

```bash
#!/bin/bash
# OpenROAD 26Q1-2900-gdf79404cd8, Yosys 0.63+post, stock flow scripts
make -C /OpenROAD-flow-scripts/flow DESIGN_CONFIG=/design/flow/config.mk WORK_HOME=/design/flow/orfs finish
```

## flow/config.mk

```make
export PLATFORM = sky130hd
export DESIGN_NAME = interrupts
export DESIGN_NICKNAME = interrupts
export VERILOG_FILES = /design/flow/design.v
export SDC_FILE = /design/flow/constraint.sdc
export NUM_CORES = 4
export LEC_CHECK = 1
export CORE_AREA = 10 10 70 70
export DIE_AREA = 0 0 80 80
```

## flow/constraint.sdc

```tcl
current_design interrupts

set clk_period 3.8
set clk_io_pct 0.2

create_clock -name clk0 -period $clk_period [get_ports {we}]

set non_clock_inputs [all_inputs -no_clocks]
set_input_delay [expr $clk_period * $clk_io_pct] -clock clk0 $non_clock_inputs
set_output_delay [expr $clk_period * $clk_io_pct] -clock clk0 [all_outputs]
```

==> out/qor.json <==
{
  "placement": {
    "place_area_sq_um": 499,
    "detailedPlace.worstSlack_ps": -111,
    "placement.io_buffers": 12,
    "finalWeightedCongestion": 0.738
  },
  "worst_setup_path": {
    "criticalPathCategory": "flop to output port",
    "crit_arrival_ps": 3140,
    "critical_path.endpoint_type": "output port",
    "worst_setup_path_start_kind": "flop",
    "timing.critical_path.fanout_max": 2,
    "timing.critical_path.required_ps": 3040
  },
  "clocking": {
    "clkTransAtPathRegs_ps": 30,
    "cts_max_path_buffers": 2,
    "clock_tree.root_cell": "sky130_fd_sc_hd__clkbuf_4",
    "cts_tree": "yes",
    "htreeDepth": 1,
    "clock.latency.late_pin_ps": 250,
    "cts_num_sinks": 6,
    "cts_buffers": 3
  },
  "logic_synthesis": {
    "synth.yosys.warnings": 2,
    "post_synth_num_cell_types": 13,
    "synth_flop_count": 6,
    "yosysSeqAreaShare": 0.462,
    "syn_area_sq_um": 325,
    "ys_area_sq_um": 325,
    "netlist_instances": 27,
    "synth-cells-yosys": 27,
    "synthesis.area_per_instance_sq_um": 12.0
  },
  "finish": {
    "layout.cell_area.non_filler_sq_um": 548,
    "layout.filler_cells": 382,
    "layout_top_cells_excl_fill_tap": "sky130_fd_sc_hd__clkdlybuf4s50_1 (10), sky130_fd_sc_hd__dfrtn_1 (6), sky130_fd_sc_hd__mux2_4 (5), sky130_fd_sc_hd__buf_4 (5), sky130_fd_sc_hd__clkbuf_4 (3)",
    "layout_top_cell": "sky130_fd_sc_hd__clkdlybuf4s50_1",
    "largest_register_ffs": 6,
    "layout_top_registers": "mask: 6 flops",
    "comb_cell_area_sq_um": 140,
    "synthToLayoutAreaGrowth_pct": 68.5,
    "fraction_of_final_layout_cells_with_drive_strength_greater_than_1": 0.476,
    "largest_register": "mask",
    "seq_area_sq_um": 150
  },
  "final_timing": {
    "max_slew.worst_pin.slew_ps": 413,
    "timing.final.max_slew_violations": 0,
    "fin_ws_ps": -104,
    "maxSlewHeadroom": 0.724,
    "worst_clock_skew_ps": 0,
    "setup_violations": 3,
    "hold_viol": 0,
    "grt_setup_unrepaired": "yes"
  },
  "floorplan": {
    "die_width_um": 80,
    "fp-utilization": 0.0952,
    "design.core.area_sq_mm": 0.00342,
    "die_boundary_height_um": 80,
    "io_pins": 31,
    "floorplan.die_area_sq_mm": 0.00640,
    "row_count": 21
  },
  "drt": {
    "vias": 250,
    "routedWlPerCell_um": 9.95,
    "antenna_cells_inserted": 0,
    "dr.pass1.iters": 4,
    "drt_drc_violations_left": 0,
    "final_antenna_net_count": 0,
    "first_iter_violations": 7,
    "postRouteWirelength_um": 876,
    "detail_route.vias_per_cell": 2.84
  },
  "job": {
    "max-cap-violations": 0,
    "tool_warnings": 37
  },
  "outcome": {
    "failed_checks": "negative setup slack",
    "outcome": "complete, but fails checks"
  },
  "power": {
    "power.switching_mw": 0.0247,
    "power.internal_mw": 0.111,
    "clkPwrFrac": 0.412,
    "p_comb_frac": 0.114,
    "seqPwrFrac": 0.474,
    "power_per_cell_area_mw_per_mm2": 248,
    "power.switching_fraction": 0.181,
    "vdd_ir_drop_max_uv": 59.2,
    "leakage_nw": 0.258
  },
  "global_route": {
    "overflow": 0,
    "grt_pass1_vias": 290,
    "grt_use_total": 0.0270,
    "grt_antenna_before_repair": 0,
    "largest_net_degree_at_the_start_of_global_routing": 9,
    "grt_pass1_wl_um": 1340
  },
  "worst_hold_path": {
    "hold_class": "flop to flop"
  }
}
## critical path, stage by stage (launching register included)
cell and delay [ps]:
sky130_fd_sc_hd__dfrtn_1 350, sky130_fd_sc_hd__a222oi_1 420, sky130_fd_sc_hd__buf_4 190, sky130_fd_sc_hd__a21boi_2 40
## power groups by stage
stage | Sequential (mW) | Clock [mW] | Combinational, mW
6_report | 0.0645 | 0.0561 | 0.0155
5_1_grt | 0.0644 | 0.0626 | 0.0169
4_1_cts | 0.0645 | 0.0592 | 0.0158
## final timing paths
kind,start,end,slack (ps),depth (start not counted)
setup / recovery,mask[3]$_DFFE_NP0P_,D[0],-100,3
hold / removal,mask[6]$_DFFE_NP0P_,mask[6]$_DFFE_NP0P_,350,0
setup reg to reg,mask[4]$_DFFE_NP0P_,mask[4]$_DFFE_NP0P_,2980,3
hold reg to reg,mask[6]$_DFFE_NP0P_,mask[6]$_DFFE_NP0P_,350,0
max in group asynchronous,reset,mask[4]$_DFFE_NP0P_,1080,2
min in group asynchronous,reset,mask[7]$_DFFE_NP0P_,2500,2
## final cells by class
cell class / count / area share
Clock buffer: 3 / 0.0411
Inverter: 1 / 0.00685
Multi-Input combinational cell: 13 / 0.256
Sequential cell: 6 / 0.274
Tap cell: 46 / 0.105
Timing Repair Buffer: 19 / 0.317
## routing by layer
metal,up-vias,GRT usage,wire (um)
met5,-,0,0
li1,119,-,-
met4,0,0.00704,0
met2,13,0.0433,420
met1,118,0.0248,311
met3,0,0.0239,145
## per-stage QoR
| step | instances | setup TNS [ps] | hold slack, ps | util | total power [mW] |
|---|---|---|---|---|---|
| after floorplan | 27 | 0 | 403 | - | 0.0700 |
| after global placement | 82 | -90.6 | 348 | 0.146 | 0.0807 |
| after detailed placement | 82 | -111 | 343 | 0.146 | 0.0810 |
| after CTS | 87 | -195 | 343 | 0.156 | 0.139 |
| after global routing | 88 | -432 | 367 | 0.160 | 0.144 |
| final | 88 | -231 | 345 | 0.160 | 0.136 |
## kinds of logic (layout without fill, tap and decap cells)
group           Yosys count  after routing  share of synthesized area
buf+inv                   8             23                      0.115
compound gates            3              3                     0.0808
mux                       5              5                      0.231
simple gates              5              5                      0.112
flops                     6              6                      0.462
## synth_stat cells
library cell / instances / share of area
sky130_fd_sc_hd__buf_6: 1 / 0.035
sky130_fd_sc_hd__a21boi_2: 1 / 0.035
sky130_fd_sc_hd__inv_1: 1 / 0.012
sky130_fd_sc_hd__mux2_4: 5 / 0.23
sky130_fd_sc_hd__and4bb_1: 1 / 0.038
sky130_fd_sc_hd__a21oi_1: 1 / 0.015
sky130_fd_sc_hd__a222oi_1: 1 / 0.031
sky130_fd_sc_hd__or2_2: 1 / 0.019
sky130_fd_sc_hd__and2_1: 1 / 0.019
sky130_fd_sc_hd__nand2_1: 1 / 0.012
sky130_fd_sc_hd__dfrtn_1: 6 / 0.46
sky130_fd_sc_hd__clkbuf_1: 6 / 0.069
sky130_fd_sc_hd__and2_2: 1 / 0.023
## what timing repair did
| action | in CTS | in global routing |
|---|---|---|
| buffers inserted | 3 | 1 |
| endpoints found under the setup margin | 3 | 2 |
| hold buffers | 0 | 0 |
| gates resized | 5 | 2 |
| pin swaps | 2 | 2 |
Power figures rest on the tool's default switching activity, not on a simulated workload.
